$ cat /design/flow/constraint.sdc
current_design filter_original

set clk_period 41.7
set clk_io_pct 0.2

create_clock -name clk0 -period $clk_period [get_ports {clk}]

set non_clock_inputs [all_inputs -no_clocks]
set_input_delay [expr $clk_period * $clk_io_pct] -clock clk0 $non_clock_inputs
set_output_delay [expr $clk_period * $clk_io_pct] -clock clk0 [all_outputs]
$ cat /design/flow/config.mk
export PLATFORM = sky130hd
export DESIGN_NAME = filter_original
export DESIGN_NICKNAME = filter_original
export VERILOG_FILES = /design/flow/design.v
export SDC_FILE = /design/flow/constraint.sdc
export NUM_CORES = 4
export LEC_CHECK = 1
export CORE_UTILIZATION = 30
$ cat /design/flow/run.sh
#!/bin/bash
# OpenROAD 26Q1-2900-gdf79404cd8, Yosys 0.63+post, stock flow scripts
make -C /OpenROAD-flow-scripts/flow DESIGN_CONFIG=/design/flow/config.mk WORK_HOME=/design/flow/orfs finish
$ cat /design/flow/design.v
`timescale 1 ns/ 1 ns
module add(input signed [29:0] data1,
           input signed [29:0] data2,
           output signed [29:0] result);
assign result = data1 + data2;
endmodule
`timescale 1 ns/ 1 ns
module filter_original(input clk,
                       input rst,
                       input signed [7:0] data_in,
                       output reg signed [29:0] data_out);
    wire signed [29:0] reg_out[17:1];
    wire signed [29:0] mul_out[33:0];
    wire signed [29:0] add_out[32:0];
    wire signed [21:0] coe_a[17:1];
    assign coe_a[1]  = 	1048576;
    assign coe_a[2]  = 	-1152576;
    assign coe_a[3]  = 	2719864;
    assign coe_a[4]  = 	-2445072;
    assign coe_a[5]  = 	3975960;
    assign coe_a[6]  = 	-2960048;
    assign coe_a[7]  = 	3486168;
    assign coe_a[8]  = 	-2146256;
    assign coe_a[9]  = 	2047504;
    assign coe_a[10] = 	-1016744;
    assign coe_a[11] = 	785840;
    assign coe_a[12] = 	-301880;
    assign coe_a[13] = 	193296;
    assign coe_a[14] = 	-52000;
    assign coe_a[15] = 	27072;
    assign coe_a[16] = 	-3936;
    assign coe_a[17] = 	1648;
    wire signed [21:0] coe_b[16:0];
    assign coe_b[0]  = 	1473;
    assign coe_b[1]  = 	0;
    assign coe_b[2]  = 	-11789;
    assign coe_b[3]  = 	0;
    assign coe_b[4]  = 	41260;
    assign coe_b[5]  = 	0;
    assign coe_b[6]  = 	-82520;
    assign coe_b[7]  = 	0;
    assign coe_b[8]  = 	103150;
    assign coe_b[9]  = 	0;
    assign coe_b[10] = 	-82520;
    assign coe_b[11] = 	0;
    assign coe_b[12] = 	41260;
    assign coe_b[13] = 	0;
    assign coe_b[14] = 	-11789;
    assign coe_b[15] = 	0;
    assign coe_b[16] = 	1474;
    always@(posedge clk or negedge rst)
    begin
        if (!rst) begin
            data_out <= 0;
        end
        else begin
            data_out <= add_out[31];
        end
    end
    wire signed [29:0] data_in1;
    assign data_in1 = (data_in[7] == 1'b0) ? {22'b0, data_in} : {22'b1111111111111111111111, data_in};
    wire signed [29:0] data_in2;
    register_30bits R0(
    .clk(clk),
    .rst(rst),
    .input_data(data_in1),
    .output_data(data_in2)
    );
    add add_a0(
    .data1(data_in2),
    .data2(add_out[1]),
    .result(add_out[0])
    );
    add add_a1(
    .data1(mul_out[0]),
    .data2(add_out[2]),
    .result(add_out[1])
    );
    add add_a2(
    .data1(mul_out[1]),
    .data2(add_out[3]),
    .result(add_out[2])
    );
    add add_a3(
    .data1(mul_out[2]),
    .data2(add_out[4]),
    .result(add_out[3])
    );
    add add_a4(
    .data1(mul_out[3]),
    .data2(add_out[5]),
    .result(add_out[4])
    );
    add add_a5(
    .data1(mul_out[4]),
    .data2(add_out[6]),
    .result(add_out[5])
    );
    add add_a6(
    .data1(mul_out[5]),
    .data2(add_out[7]),
    .result(add_out[6])
    );
    add add_a7(
    .data1(mul_out[6]),
    .data2(add_out[8]),
    .result(add_out[7])
    );
    add add_a8(
    .data1(mul_out[7]),
    .data2(add_out[9]),
    .result(add_out[8])
    );
    add add_a9(
    .data1(mul_out[8]),
    .data2(add_out[10]),
    .result(add_out[9])
    );
    add add_a10(
    .data1(mul_out[9]),
    .data2(add_out[11]),
    .result(add_out[10])
    );
    add add_a11(
    .data1(mul_out[10]),
    .data2(add_out[12]),
    .result(add_out[11])
    );
    add add_a12(
    .data1(mul_out[11]),
    .data2(add_out[13]),
    .result(add_out[12])
    );
    add add_a13(
    .data1(mul_out[12]),
    .data2(add_out[14]),
    .result(add_out[13])
    );
    add add_a14(
    .data1(mul_out[13]),
    .data2(add_out[15]),
    .result(add_out[14])
    );
    add add_a15(
    .data1(mul_out[14]),
    .data2(add_out[32]),
    .result(add_out[15])
    );
    add add_a16(
    .data1(mul_out[16]),
    .data2(mul_out[17]),
    .result(add_out[16])
    );
    add add_a17(
    .data1(mul_out[18]),
    .data2(add_out[16]),
    .result(add_out[17])
    );
    add add_a18(
    .data1(mul_out[19]),
    .data2(add_out[17]),
    .result(add_out[18])
    );
    add add_a19(
    .data1(mul_out[20]),
    .data2(add_out[18]),
    .result(add_out[19])
    );
    add add_a20(
    .data1(mul_out[21]),
    .data2(add_out[19]),
    .result(add_out[20])
    );
    add add_a21(
    .data1(mul_out[22]),
    .data2(add_out[20]),
    .result(add_out[21])
    );
    add add_a22(
    .data1(mul_out[23]),
    .data2(add_out[21]),
    .result(add_out[22])
    );
    add add_a23(
    .data1(mul_out[24]),
    .data2(add_out[22]),
    .result(add_out[23])
    );
    add add_a24(
    .data1(mul_out[25]),
    .data2(add_out[23]),
    .result(add_out[24])
    );
    add add_a25(
    .data1(mul_out[26]),
    .data2(add_out[24]),
    .result(add_out[25])
    );
    add add_a26(
    .data1(mul_out[27]),
    .data2(add_out[25]),
    .result(add_out[26])
    );
    add add_a27(
    .data1(mul_out[28]),
    .data2(add_out[26]),
    .result(add_out[27])
    );
    add add_a28(
    .data1(mul_out[29]),
    .data2(add_out[27]),
    .result(add_out[28])
    );
    add add_a29(
    .data1(mul_out[30]),
    .data2(add_out[28]),
    .result(add_out[29])
    );
    add add_a30(
    .data1(mul_out[31]),
    .data2(add_out[29]),
    .result(add_out[30])
    );
    add add_a31(
    .data1(mul_out[32]),
    .data2(add_out[30]),
    .result(add_out[31])
    );
    register_30bits R1(
    .clk(clk),
    .rst(rst),
    .input_data(add_out[0]),
    .output_data(reg_out[1])
    );
    register_30bits R2(
    .clk(clk),
    .rst(rst),
    .input_data(reg_out[1]),
    .output_data(reg_out[2])
    );
    register_30bits R3(
    .clk(clk),
    .rst(rst),
    .input_data(reg_out[2]),
    .output_data(reg_out[3])
    );
    register_30bits R4(
    .clk(clk),
    .rst(rst),
    .input_data(reg_out[3]),
    .output_data(reg_out[4])
    );
    register_30bits R5(
    .clk(clk),
    .rst(rst),
    .input_data(reg_out[4]),
    .output_data(reg_out[5])
    );
    register_30bits R6(
    .clk(clk),
    .rst(rst),
    .input_data(reg_out[5]),
    .output_data(reg_out[6])
    );
    register_30bits R7(
    .clk(clk),
    .rst(rst),
    .input_data(reg_out[6]),
    .output_data(reg_out[7])
    );
    register_30bits R8(
    .clk(clk),
    .rst(rst),
    .input_data(reg_out[7]),
    .output_data(reg_out[8])
    );
    register_30bits R9(
    .clk(clk),
    .rst(rst),
    .input_data(reg_out[8]),
    .output_data(reg_out[9])
    );
    register_30bits R10(
    .clk(clk),
    .rst(rst),
    .input_data(reg_out[9]),
    .output_data(reg_out[10])
    );
    register_30bits R11(
    .clk(clk),
    .rst(rst),
    .input_data(reg_out[10]),
    .output_data(reg_out[11])
    );
    register_30bits R12(
    .clk(clk),
    .rst(rst),
    .input_data(reg_out[11]),
    .output_data(reg_out[12])
    );
    register_30bits R13(
    .clk(clk),
    .rst(rst),
    .input_data(reg_out[12]),
    .output_data(reg_out[13])
    );
    register_30bits R14(
    .clk(clk),
    .rst(rst),
    .input_data(reg_out[13]),
    .output_data(reg_out[14])
    );
    register_30bits R15(
    .clk(clk),
    .rst(rst),
    .input_data(reg_out[14]),
    .output_data(reg_out[15])
    );
    register_30bits R16(
    .clk(clk),
    .rst(rst),
    .input_data(reg_out[15]),
    .output_data(reg_out[16])
    );
    mul M0(
    .data1(coe_a[1]),
    .data2(reg_out[1]),
    .result(mul_out[0])
    );
    mul M1(
    .data1(coe_a[2]),
    .data2(reg_out[2]),
    .result(mul_out[1])
    );
    mul M2(
    .data1(coe_a[3]),
    .data2(reg_out[3]),
    .result(mul_out[2])
    );
    mul M3(
    .data1(coe_a[4]),
    .data2(reg_out[4]),
    .result(mul_out[3])
    );
    mul M4(
    .data1(coe_a[5]),
    .data2(reg_out[5]),
    .result(mul_out[4])
    );
    mul M5(
    .data1(coe_a[6]),
    .data2(reg_out[6]),
    .result(mul_out[5])
    );
    mul M6(
    .data1(coe_a[7]),
    .data2(reg_out[7]),
    .result(mul_out[6])
    );
    mul M7(
    .data1(coe_a[8]),
    .data2(reg_out[8]),
    .result(mul_out[7])
    );
    mul M8(
    .data1(coe_a[9]),
    .data2(reg_out[9]),
    .result(mul_out[8])
    );
    mul M9(
    .data1(coe_a[10]),
    .data2(reg_out[10]),
    .result(mul_out[9])
    );
    mul M10(
    .data1(coe_a[11]),
    .data2(reg_out[11]),
    .result(mul_out[10])
    );
    mul M11(
    .data1(coe_a[12]),
    .data2(reg_out[12]),
    .result(mul_out[11])
    );
    mul M12(
    .data1(coe_a[13]),
    .data2(reg_out[13]),
    .result(mul_out[12])
    );
    mul M13(
    .data1(coe_a[14]),
    .data2(reg_out[14]),
    .result(mul_out[13])
    );
    mul M14(
    .data1(coe_a[15]),
    .data2(reg_out[15]),
    .result(mul_out[14])
    );
    mul M15(
    .data1(coe_a[16]),
    .data2(reg_out[16]),
    .result(mul_out[15])
    );
    mul M16(
    .data1(coe_b[16]),
    .data2(reg_out[16]),
    .result(mul_out[16])
    );
    mul M17(
    .data1(coe_b[15]),
    .data2(reg_out[15]),
    .result(mul_out[17])
    );
    mul M18(
    .data1(coe_b[14]),
    .data2(reg_out[14]),
    .result(mul_out[18])
    );
    mul M19(
    .data1(coe_b[13]),
    .data2(reg_out[13]),
    .result(mul_out[19])
    );
    mul M20(
    .data1(coe_b[12]),
    .data2(reg_out[12]),
    .result(mul_out[20])
    );
    mul M21(
    .data1(coe_b[11]),
    .data2(reg_out[11]),
    .result(mul_out[21])
    );
    mul M22(
    .data1(coe_b[10]),
    .data2(reg_out[10]),
    .result(mul_out[22])
    );
    mul M23(
    .data1(coe_b[9]),
    .data2(reg_out[9]),
    .result(mul_out[23])
    );
    mul M24(
    .data1(coe_b[8]),
    .data2(reg_out[8]),
    .result(mul_out[24])
    );
    mul M25(
    .data1(coe_b[7]),
    .data2(reg_out[7]),
    .result(mul_out[25])
    );
    mul M26(
    .data1(coe_b[6]),
    .data2(reg_out[6]),
    .result(mul_out[26])
    );
    mul M27(
    .data1(coe_b[5]),
    .data2(reg_out[5]),
    .result(mul_out[27])
    );
    mul M28(
    .data1(coe_b[4]),
    .data2(reg_out[4]),
    .result(mul_out[28])
    );
    mul M29(
    .data1(coe_b[3]),
    .data2(reg_out[3]),
    .result(mul_out[29])
    );
    mul M30(
    .data1(coe_b[2]),
    .data2(reg_out[2]),
    .result(mul_out[30])
    );
    mul M31(
    .data1(coe_b[1]),
    .data2(reg_out[1]),
    .result(mul_out[31])
    );
    mul M32(
    .data1(coe_b[0]),
    .data2(add_out[0]),
    .result(mul_out[32])
    );
    mul M33(
    .data1(coe_a[17]),
    .data2(reg_out[17]),
    .result(mul_out[33])
    );
    register_30bits R17(
    .clk(clk),
    .rst(rst),
    .input_data(reg_out[16]),
    .output_data(reg_out[17])
    );
    add add_a32(
    .data1(mul_out[33]),
    .data2(mul_out[15]),
    .result(add_out[32])
    );
endmodule
`timescale 1 ns/ 1 ns
module mul(input signed [21:0] data1,
           input signed [29:0] data2,
           output signed [29:0] result);
wire signed[51:0] result1;
assign result1  = (data1 * data2); 
assign result   = result1[51:22];
endmodule
`timescale 1 ns/ 1 ns
module register_30bits(input clk,                          
                       input rst,                          
                       input signed [29:0] input_data,     
                       output signed [29:0] output_data);  
    reg signed [29:0] reg_file;  
    assign output_data = reg_file;
    always@(posedge clk or negedge rst) begin
        if (!rst) begin
            reg_file <= 0;  
        end
        else begin
            reg_file <= input_data;  
        end
    end
endmodule
==> Slide: Implementation Results <==
Flow Results at a Glance

Setup path
  • Crit path DAT: 24.38 ns
  • Setup crit start kind: flop
  • Max incr delay on CP: 0.67 ns
  • Crit path max-delay cell type: o41ai_1
  • Worst path buffer plus inverter count: 11
  • CP Capture Type: flop
  • R2R Path End: data_out[28]
  • FF-to-FF setup slack: 18.11 ns
  • Largest delay share family, worst path: adder cells
  • CP max FO: 4
  • Reg2Reg Depth: 95
  • Crit-path most repeated cell: fa_1
  • WS Path Type: flop to flop
  • RR Startpoint: R17.reg_file[1]
  • Crit path DRT: 42.49 ns

GRT
  • Largest net degree at the start of global routing: 86
  • GRT Max-Usage Layer: met2
  • GR Util All Layers: 18.5%
  • Met3 usage: 9.51%
  • GRT overflow: 0
  • First-pass GRT wire length: 950000 um
  • Initial antenna violation count: 25
  • Global routing usage on met1: 24.0%
  • Met2 Resource Use GR: 28.1%
  • Vias in the first global route: 152000

Clock tree
  • Post-cts resize count: 0
  • Clock root buffer: clkbuf_16
  • Maximum clock insertion buffer count: 4
  • Number of setup buffers added after CTS: 0
  • Cts hold-fix bufs: 0
  • Latency at later pin: 0.91 ns
  • H-tree levels: 3
  • Sink Count: 548
  • CTS tree: built
  • CTS Buf Count: 91
  • Clock transition at path regs: 0.07 ns

STA
  • Hold_ws: 0.339 ns
  • Final min period: 23.59 ns
  • Clk_skew: 0.0921 ns
  • Final worst path period share: 56.6%
  • Rel. slew slack: 21.6%
  • Hold Fails Final Rpt: 0
  • Tightest Pin Transition: 1.17 ns
  • RSZ-0062 raised after global routing: no
  • Peak Freq: 42.4 MHz
  • Pins Over Slew Limit: 0
  • Setup TNS: 0 ns
  • Final setup vio count: 0
  • Worst setup margin: 18.11 ns

Synth
  • YS chip area: 217000 sq um
  • Syn Std Cell Area: 217000 sq um
  • Flops after synth: 548
  • Cell area leaders: fa_1 45%, ha_1 25%, inv_1 12%
  • Leading area contributor after synthesis: fa_1
  • Most used DFF post-synth: dfrtp_1
  • Post-synth EDFFs: 0
  • Area leader share: 45.1%
  • Yosys warns: 2
  • Cell Type Count: 96
  • Asr flop ratio synth: 100%
  • Cell count after synthesis: 20700
  • Post-synth seq share: 6.31%
  • Mean Syn Cell Area: 10.5 sq um
  • Cells in synth_stat.txt: 20700

Outcome
  • Status: finished, final reports clean

Floorplanning
  • Full die area: 728000 sq um
  • Fp util: 30.1%
  • Cell Rows: 312
  • Die width: 853 um
  • Die Y: 853 um
  • Core Area: 722000 sq um
  • # IOs: 40

Final layout
  • Layout cells sized above 1: 2.78%
  • Area of all placed cells without fillers: 235000 sq um
  • Logic area: 177000 sq um
  • FF+latch area: 13700 sq um
  • Final Non-Filler Cells: 30800
  • Area growth from synthesis to final layout: 8.04%
  • Fill count: 72700

Routing
  • Wire per inst: 20.0 um
  • Remaining DRCs: 0
  • Final WL: 615000 um
  • Drt first-iter violations: 4764
  • Final ANT Viol Nets: 0
  • Detail-routed via count per cell: 4.36
  • Via count: 134000
  • Pre-antenna DRT Iters: 7

Place
  • Dpl ws: 18.20 ns
  • DP Cell Count: 30600
  • DP Area: 232000 sq um
  • Port Buf Inserts: 39
  • GPL Wtd Cong: 1.01
  • Hpwl dp: 556000 um

Job
  • Tool warnings: 286
  • Total of max-cap violations: 0

Worst hold path
  • Worst hold path class: flop to flop
  • Worst Min Path Start: R1.reg_file[0]
  • Min-Delay Path Depth: 0
  • Sink of the worst hold path: R2.reg_file[0]
-- cell usage after synthesis, types with 7 or more instances --
cell type,n
dfrtp_1,548
a21oi_1,405
a41oi_1,9
a211oi_1,43
xnor2_1,517
o21bai_1,24
nand2_1,275
mux2i_1,27
fa_1,4897
nor2b_1,162
a211o_1,14
a31o_2,18
buf_1,7
a31oi_1,44
and3_1,29
inv_1,6997
or3_1,40
o2111ai_1,13
a311oi_1,7
o21ai_0,269
nor2_1,492
nor4_1,11
clkbuf_1,26
o31ai_1,16
a41o_1,11
o211a_1,8
nand4_1,58
xor2_1,296
o31a_1,16
a2111oi_0,7
nand3_1,98
and2_1,45
or2_2,88
o211ai_1,23
ha_1,4308
o21ai_1,11
nor3_1,172
o22ai_1,15
mux2_2,10
nand2b_1,96
o21a_1,172
a21boi_0,21
a21o_1,261
and4_1,16
-- layer usage --
metal  vias up  share of wire, %
met4        12               3.6
met5         -             0.049
met1     67200                40
li1      63100                 -
met3       552                12
met2      3292                45
-- cell type report --
class                      instances  share of cell area [%]
sequential                       548                    5.84
antenna                           12                  0.0128
timing repair buffer             320                    1.07
clock buffer                     109                    1.04
tap                             9577                    5.10
multi-input combinational      13200                    75.5
inverter                        7000                    11.2
clock inverter                    49                   0.252
-- how the worst max path moves through the flow --
stage / start / end / slack (ns) / cells past startpoint
final: R17.reg_file[1] / data_out[28] / 18.11 / 95
after global routing: R17.reg_file[1] / data_out[28] / 16.20 / 95
after CTS: R17.reg_file[1] / data_out[28] / 18.02 / 95
-- cell usage in the layout (no fill, tap or decap), drive strengths merged, types with 96 or more instances in the layout --
cell type / synthesis / final
xor2: 296 / 296
o21ai: 280 / 280
nand3: 98 / 98
a21oi: 406 / 406
xnor2: 518 / 518
nor2: 492 / 492
a21o: 261 / 261
nor3: 173 / 173
nor2b: 162 / 162
dfrtp: 548 / 548
ha: 4308 / 4308
buf: 8 / 282
o21a: 172 / 172
fa: 4897 / 4897
nand2b: 96 / 96
clkbuf: 26 / 109
nand2: 275 / 275
inv: 6998 / 7004
-- metrics by stage --
| step | util [%] |
|---|---|
| after floorplan | - |
| after global placement | 32.1 |
| after detailed placement | 32.1 |
| after CTS | 32.5 |
| after global routing | 32.5 |
| final | 32.5 |
-- cells by family (layout without fill, tap and decap cells) --
group                      Yosys count  after routing  synth area share, %
AOI/OAI and AO/OA                 1495           1495                 4.53
xor gates and xnor gates           819            819                 3.34
adders and majority gates         9209           9209                 69.9
buffers and inverters             7034           7478                 12.1
DFF                                548            548                 6.31
muxes                               37             37                0.176
other                                0             12                    0
and+or+nand+nor                   1603           1603                 3.62
