**flow/constraint.sdc**
```tcl
current_design lpf_top

set clk_period 65.4
set clk_io_pct 0.2

create_clock -name clk0 -period $clk_period [get_ports {I_clk}]

set non_clock_inputs [all_inputs -no_clocks]
set_input_delay [expr $clk_period * $clk_io_pct] -clock clk0 $non_clock_inputs
set_output_delay [expr $clk_period * $clk_io_pct] -clock clk0 [all_outputs]
```
**flow/design.v**
```verilog
module lpf_1st (
				I_clk,
				I_reset,
				I_data,
				O_data
				);
parameter in_width = 8;
parameter out_width = 12;
parameter coeffa_width = 11;
parameter coeffb_width = 10;
wire signed [coeffa_width:0] a1 = -'sd1408;
wire signed [coeffa_width:0] a2 =  'sd571;
wire signed [coeffb_width:0] b1 =  'sd740;
input I_clk, I_reset;
input signed [in_width:0] I_data;
output signed [out_width:0] O_data;
wire signed [out_width:0] data_del_in;
reg signed [out_width:0] data_del_1, data_del_2;
always @ (posedge I_clk)
begin
    data_del_1 <= I_reset ? 0 : data_del_in;
    data_del_2 <= I_reset ? 0 : data_del_1;
end
wire signed [out_width+coeffa_width:0] del_1st_xa1 = data_del_1 * a1;
wire signed [out_width+coeffa_width:0] del_2nd_xa2 = data_del_2 * a2;
wire signed [out_width+coeffa_width:0] in_data_ext = I_data <<< (coeffa_width-1);
wire signed [out_width+coeffa_width:0] in_data_sum = in_data_ext - del_1st_xa1 - del_2nd_xa2;
wire signed [out_width+1:0] in_data_sum_round = in_data_sum[out_width+coeffa_width:coeffa_width-1] + in_data_sum[coeffa_width-2];
assign data_del_in = in_data_sum_round[out_width:0];
wire signed [out_width+coeffb_width:0] del_in_ext = data_del_in <<< coeffb_width;
wire signed [out_width+coeffb_width:0] del_1st_xb1 = data_del_1 * b1;
wire signed [out_width+coeffb_width:0] del_2nd_ext = data_del_2 <<< coeffb_width;
wire signed [out_width+coeffb_width+1:0] out_data_sum = del_in_ext + del_1st_xb1 + del_2nd_ext;
wire signed [out_width+1:0] out_data_sum_round = out_data_sum[out_width+coeffb_width+1:coeffb_width] + out_data_sum[coeffb_width-1];
wire over_flow = !out_data_sum_round[out_width+1]&&out_data_sum_round[out_width];
wire under_flow = out_data_sum_round[out_width+1]&&!out_data_sum_round[out_width];
assign O_data = over_flow ? {1'b0,{(out_width){1'b1}}} :
				under_flow ? {1'b1,{(out_width){1'b0}}} :
				out_data_sum_round[out_width:0];
endmodule
module lpf_2nd (
				I_clk,
				I_reset,
				I_data,
				O_data
				);
parameter in_width = 12;
parameter out_width = 15;
parameter coeffa_width = 11;
parameter coeffb_width = 10;
wire signed [coeffa_width:0] a1 = -'sd1348;
wire signed [coeffa_width:0] a2 =  'sd882;
wire signed [coeffb_width:0] b1 = -'sd788;
input I_clk, I_reset;
input signed [in_width:0] I_data;
output signed [out_width:0] O_data;
wire signed [out_width:0] data_del_in;
reg signed [out_width:0] data_del_1, data_del_2;
always @ (posedge I_clk)
begin
    data_del_1 <= I_reset ? 0 : data_del_in;
    data_del_2 <= I_reset ? 0 : data_del_1;
end
wire signed [out_width+coeffa_width:0] del_1st_xa1 = data_del_1 * a1;
wire signed [out_width+coeffa_width:0] del_2nd_xa2 = data_del_2 * a2;
wire signed [out_width+coeffa_width:0] in_data_ext = I_data <<< (coeffa_width-1);
wire signed [out_width+coeffa_width:0] in_data_sum = in_data_ext - del_1st_xa1 - del_2nd_xa2;
wire signed [out_width+1:0] in_data_sum_round = in_data_sum[out_width+coeffa_width:coeffa_width-1] + in_data_sum[coeffa_width-2];
assign data_del_in = in_data_sum_round[out_width:0];
wire signed [out_width+coeffb_width:0] del_in_ext = data_del_in <<< coeffb_width;
wire signed [out_width+coeffb_width:0] del_1st_xb1 = data_del_1 * b1;
wire signed [out_width+coeffb_width:0] del_2nd_ext = data_del_2 <<< coeffb_width;
wire signed [out_width+coeffb_width+1:0] out_data_sum = del_in_ext + del_1st_xb1 + del_2nd_ext;
wire signed [out_width+1:0] out_data_sum_round = out_data_sum[out_width+coeffb_width+1:coeffb_width] + out_data_sum[coeffb_width-1];
wire over_flow = !out_data_sum_round[out_width+1]&&out_data_sum_round[out_width];
wire under_flow = out_data_sum_round[out_width+1]&&!out_data_sum_round[out_width];
assign O_data = over_flow ? {1'b0,{(out_width){1'b1}}} :
				under_flow ? {1'b1,{(out_width){1'b0}}} :
				out_data_sum_round[out_width:0];
endmodule
module lpf_top (
	   O_data,
	   I_clk,
          I_reset,
	   I_data
       );
input [8:0] I_data;
input I_clk, I_reset;
output [8:0] O_data;
wire signed [12:0] iir1_out;
wire signed [15:0] iir2_out;
lpf_1st ilpf_1st (
               .I_clk        (I_clk),
               .I_reset      (I_reset),
               .I_data       (I_data),
               .O_data       (iir1_out)
               );
lpf_2nd ilpf_2nd (
               .I_clk        (I_clk),
               .I_reset      (I_reset),
               .I_data       (iir1_out),
               .O_data       (iir2_out)
		   );
wire signed [19:0] data_gain = iir2_out * 27;
wire signed [9:0] data_round = data_gain[19:10] + data_gain[9];
wire overflow = !data_round[9]&&data_round[8];
wire underflow = data_round[9]&&!data_round[8];
assign O_data = overflow ? {1'b0,{8{1'b1}}} :
                underflow ? {1'b1,{8{1'b0}}} : data_round[8:0];
endmodule
```
**flow/run.sh**
```bash
#!/bin/bash
# OpenROAD 26Q1-2900-gdf79404cd8, Yosys 0.63+post, stock flow scripts
make -C /OpenROAD-flow-scripts/flow DESIGN_CONFIG=/design/flow/config.mk WORK_HOME=/design/flow/orfs finish
```
**flow/config.mk**
```make
export PLATFORM = sky130hd
export DESIGN_NAME = lpf_top
export DESIGN_NICKNAME = lpf_top
export VERILOG_FILES = /design/flow/design.v
export SDC_FILE = /design/flow/constraint.sdc
export NUM_CORES = 4
export LEC_CHECK = 1
export CORE_UTILIZATION = 40
```
==> out/metrics.yaml <==
outcome: "finished, final reports clean"
fmax_mhz: 21.95
final_cell_mix: "inv_1, ha_1, fa_1"
pin_count: 20
die_h_um: 244.9
edf_count: 0
synthFlopType: "dfxtp_1"
placed_cell_area_um2: 24730
async_flop_share: 0
final_common_cell: "inv_1"
grt_overflow: 0
max-clock-path-buffers: 2
finalCritPeriodShare: 0.6966
antenna_found_initial: 0
worstPathRequired_ps: 52320
crit_type: "input pin to output pin"
synth_seq_share: 0.04921
setup_violations: 0
layout-drive-gt1-share: 0.02201
cpPeakStageDelay_ps: 730
cts_tree: "yes"
path_clk_slew_ps: 60
cp_common_cell: "inv_1"
cp-startpoint: "I_data[3]"
drtIter0Drc: 638
dr_wl_met2_um: 20550
tightest_slew_ps: 972.3
wire_per_inst_um: 14.86
hp-start: "ilpf_1st.data_del_1[2]$_SDFF_PP0_"
ys_types: 78
hp-class: "flop to flop"
syn2layout_area_growth_pct: 6.151
die_w_um: 244.9
clock_skew_ps: 13.04
ctsResizeCount: 0
fin_ws_ps: 19840
worstSetupEndpointType: "output pin"
clock_latency_ps: 360
slowest_stage: "o21ai_1"
syn-instance-count: 2518
design_area_um2: 25050
fin_tns_setup_ps: 0
finalMaxSlewViolations: 0
htreeDepth: 3
arrival_ps: 32480
cts.sinks: 58
vias: 16350
drc_errors: 0
max_slew_margin: 0.3504
vias_per_cell: 4.940
warnings: 57
holdBufCountCts: 0
dpl_worst_slack_ps: 19950
wl_met3_um: 3600
r2r-start: "ilpf_1st.data_del_1[1]$_SDFF_PP0_"
rows: 88
port_buffers: 19
rsz0062_at_grt: "no"
crit_fanout: 15
start_kind: "input pin"
synth_area_um2: 23600
placed_cells: 3293
ys_ff: 58
dieArea_um2: 59960
fin_hold_ws_ps: 693.3
hpwl_um: 43030
gp_congestion: 0.9129
grt_max_degree: 60
finalNonFillerCells: 3309
numCtsBuffers: 9
grt_pass1_wl_um: 85050
grt_pass1_vias: 17290
num_antenna_cells: 0
finalCriticalPeriod_ps: 45560
first_pass_iters: 5
fp_util: 0.4066
grt.total_usage: 0.1835
postCtsSetupBuffers: 0
ys_chip_area_um2: 23600
synth.avg_cell_area_um2: 9.371
hold_viol: 0
wl_met1_um: 24550
core_um2: 58030
utilization: 0.4316
yosys_cells: 2518
yosys_warnings: 2
postRouteAntennaNets: 0
maxUsedRoutingLayer: "met4"
maxCapViolCount: 0
root_buffer: "clkbuf_16"
routed_wl_um: 49160
==> synth_stat cells, types with 9 or more instances <==
cell | n | share of area
a211oi_1 | 20 | 0.0064
a21o_1 | 35 | 0.011
a21oi_1 | 96 | 0.020
a31oi_1 | 15 | 0.0040
and2_1 | 20 | 0.0053
and3_1 | 22 | 0.0058
clkbuf_1 | 14 | 0.0022
dfxtp_1 | 58 | 0.049
fa_1 | 353 | 0.30
ha_1 | 515 | 0.27
inv_1 | 543 | 0.086
nand2_1 | 57 | 0.0091
nand2b_1 | 15 | 0.0040
nand3_1 | 35 | 0.0074
nand3b_1 | 9 | 0.0029
nand4_1 | 17 | 0.0045
nor2_1 | 134 | 0.021
nor2b_1 | 36 | 0.0095
nor3_1 | 42 | 0.0089
o211ai_1 | 10 | 0.0032
o21a_1 | 26 | 0.0083
o21ai_0 | 49 | 0.010
o21ai_1 | 15 | 0.0032
o21bai_1 | 17 | 0.0054
or2_2 | 10 | 0.0027
xnor2_1 | 150 | 0.056
xor2_1 | 91 | 0.034
==> layer usage <==
| layer | track usage | vias up |
|---|---|---|
| met5 | 0.002451 | - |
| met4 | 0.01324 | 0 |
| met3 | 0.06072 | 23 |
| met2 | 0.2677 | 318 |
| met1 | 0.2844 | 7724 |
| li1 | - | 8281 |
==> flip-flops by register name, summed over array words and instances, names as in the netlist <==
name,cells
ilpf_2nd.data_del_2,16
ilpf_1st.data_del_2,13
ilpf_1st.data_del_1,13
ilpf_2nd.data_del_1,16
==> area by class of cell <==
cell class                 count  area [um^2]
clock buffer                  11        242.7
clock inverter                 5        77.57
sequential                    58         1161
multi-input combinational   1899        20320
fill                        5443        32980
tap                          765        957.2
timing repair buffer          27        245.2
inverter                     544         2042
==> cell families (layout without fill, tap and decap cells) <==
group                      Yosys count  after routing  share of synthesized area
xor gates and xnor gates           246            246                    0.09397
buffers and inverters              561            587                    0.08956
and+or+nand+nor                    423            423                    0.09131
AOI/OAI and AO/OA                  352            352                    0.09900
muxes                               10             10                   0.004348
DFF                                 58             58                    0.04921
adders and majority gates          868            868                     0.5726
==> final timing paths <==
check,end,slack [ps],cells after the start
setup / recovery,O_data[1],19840,68
hold / removal,ilpf_1st.data_del_2[2]$_SDFF_PP0_,690,2
setup reg to reg,ilpf_2nd.data_del_1[14]$_SDFF_PP0_,50230,48
hold reg to reg,ilpf_1st.data_del_2[2]$_SDFF_PP0_,690,2
==> worst max-delay path: cells and delay by family <==
kind                       cells  cell delay (ps)
and+or+nand+nor               14             3820
adders and majority gates     12             4880
AOI/OAI and AO/OA             24             6690
xor gates and xnor gates       6             2260
buffers and inverters         11             1560
muxes                          1              120
