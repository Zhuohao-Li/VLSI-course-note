<file path="/design/flow/run.sh">
#!/bin/bash
# OpenROAD 26Q1-2900-gdf79404cd8, Yosys 0.63+post, stock flow scripts
make -C /OpenROAD-flow-scripts/flow DESIGN_CONFIG=/design/flow/config.mk WORK_HOME=/design/flow/orfs finish
</file>
<file path="/design/flow/config.mk">
export PLATFORM = sky130hd
export DESIGN_NAME = seg_filter
export DESIGN_NICKNAME = seg_filter
export VERILOG_FILES = /design/flow/design.v
export SDC_FILE = /design/flow/constraint.sdc
export NUM_CORES = 4
export LEC_CHECK = 1
export CORE_UTILIZATION = 50
</file>
<file path="/design/flow/constraint.sdc">
current_design seg_filter

set clk_period 28.5
set clk_io_pct 0.2

create_clock -name clk0 -period $clk_period [get_ports {clk}]

set non_clock_inputs [all_inputs -no_clocks]
set_input_delay [expr $clk_period * $clk_io_pct] -clock clk0 $non_clock_inputs
set_output_delay [expr $clk_period * $clk_io_pct] -clock clk0 [all_outputs]
</file>
<file path="/design/flow/design.v">
module seg_filter (
    input wire clk,
    input wire rst_n,
    input wire signed [15:0] seg_in,
    output wire signed [15:0] seg_out,
    input wire signed [15:0] a1,
    input wire signed [15:0] a2,
    input wire signed [15:0] b0,
    input wire signed [15:0] b1,
    input wire signed [15:0] b2
);
    reg signed [15:0] reg_out[1:0];
    wire signed [15:0] adder_out [3:0];
    wire signed [31:0] mul_out [4:0];
    assign adder_out[0] = seg_in + adder_out[1];
    assign adder_out[1] = mul_out[0] + mul_out[1];
    assign adder_out[2] = mul_out[2] + adder_out[3];
    assign adder_out[3] = mul_out[3] + mul_out[4];
    assign mul_out[0] = (-a1 * reg_out[0])>>14;
    assign mul_out[1] = (-a2 * reg_out[1])>>14;
    assign mul_out[2] = b0 * adder_out[0];
    assign mul_out[3] = b1 * reg_out[0];
    assign mul_out[4] = b2 * reg_out[1];
    assign seg_out = adder_out[2];
    always @(posedge clk or negedge rst_n) begin
        if(!rst_n)
          reg_out[0] <= 0;
        else
          reg_out[0] <= adder_out[0];
    end
    always @(posedge clk or negedge rst_n) begin
        if(!rst_n)
          reg_out[1] <= 0;
        else
          reg_out[1] <= reg_out[0];
    end
endmodule
</file>
==> run_results.csv <==
group,metric,value,unit
run_status,status,"finished, final reports clean",
worst_setup_path,crit_top_cell,"fa_1",
floorplanning,die_width,270,um
floorplanning,floorplanUtilization,50.9,%
placement,gp_congestion,0.944,
logic_synthesis,yosys_warnings,2,
final_layout,reg_top3,"reg_out (32)",
detailed_routing,drc_errors,0,
sta,worst_hold_slack,0.630,ns
logic_synthesis,yosysTopAreaCell,"fa_1",
global_routing,grt_pass1_vias,27600,
global_routing,gr-usage-all-layers,29.5,%
clocking,clkSinkCount,32,
logic_synthesis,ys_chip_area,0.0359,sq mm
placement,portBuffers,113,
floorplanning,dieArea,0.0728,sq mm
detailed_routing,routed-via-count,25300,
placement,dp_hpwl,76.3,mm
worst_setup_path,rr_worst_depth,35,
worst_setup_path,rrSetupSlack,18.91,ns
logic_synthesis,synth_flops,32,
final_layout,regMostFlops,"reg_out",
worst_setup_path,r2r-start,"reg_out[1][1]$_DFF_PN0_",
logic_synthesis,syn_inst,4104,
floorplanning,io-pin-count,114,
clocking,clkLatencyLatePin,0.30,ns
worst_setup_path,arrival,22.03,ns
detailed_routing,dr.pass1.iters,5,
logic_synthesis,ys_seq_share,2.23,%
worst_setup_path,required,22.80,ns
sta,relSlewSlack,46.7,%
floorplanning,rows,97,
sta,layout_min_cycle_time,27.73,ns
clocking,cts_tree,"done",
sta,finalCritPeriodShare,97.3,%
global_routing,grt_max_degree,43,
worst_setup_path,worst_path_max_delay_cell,"nor2_1",
logic_synthesis,post_synth.cell_area_avg,8.74,sq um
clocking,tritoncts.num_buffers,5,
clocking,clk_pin_slew,0.07,ns
final_layout,lay_top_cells,"inv_1 (1,133), fa_1 (852), nand2_1 (615)",
sta,hold_viol,0,
worst_setup_path,crit_path_end_kind,"primary output",
logic_synthesis,netlist_area,0.0359,sq mm
logic_synthesis,ys.flop_type,"dfrtp_1",
worst_setup_path,r2r-end,"reg_out[0][15]$_DFF_PN0_",
final_layout,areaGrowthSynthToFinish,7.49,%
logic_synthesis,synth.area.top_cells,"fa_1 (48%), ha_1 (12%), inv_1 (12%)",
final_layout,drive_above_1_share,3.62,%
logic_synthesis,ys_async_sr_fraction,100,%
min_path,worstHoldPathCells,1,
detailed_routing,drt_iter0_drc,895,
worst_setup_path,setup.worst_path.end,"seg_out[15]",
final_layout,largest_reg_flops,32,
logic_synthesis,ys_cells,4104,
min_path,min_path_type,"reg2reg",
logic_synthesis,synth_cell_type_count,54,
floorplanning,core_area,0.0705,sq mm
sta,drv_slew,0,
worst_setup_path,cp_max_fo,7,
sta,fin_worst_skew,0.0134,ns
clocking,clock_path_buffers,2,
logic_synthesis,edf_count,0,
final_layout,fillers,6560,
worst_setup_path,timing_worst_setup_path_type,"in2out",
floorplanning,die_h,270,um
flow_run,warnings,25,
detailed_routing,ant_nets,0,
worst_setup_path,slowest_delay,0.59,ns
detailed_routing,wire_per_inst,18.3,um
final_layout,lay_top_count,"inv_1",
detailed_routing,via_per_inst,4.97,
logic_synthesis,yosys.area.top_type_share,47.5,%
clocking,cts-htree-levels,2,
clocking,root_buffer,"clkbuf_16",
detailed_routing,finalWirelength,93.2,mm
global_routing,antenna_found_initial,9,
flow_run,max-cap-violations,0,
worst_setup_path,cp-start-kind,"input pin",
global_routing,grt_first_pass_wirelength,154,mm
sta,fmax,0.0361,GHz
global_routing,grt-ovfl-total,0,
sta,worst_pin_slew,0.799,ns
worst_setup_path,startpoint,"a1[1]",
sta,finalSetupViolCount,0,
==> worst max-delay path: cells and delay by family <==
family | cells | cell delay [ns]
AOI/OAI and AO/OA | 11 | 2.69
xor gates and xnor gates | 4 | 1.15
adders and majority gates | 19 | 8.43
buffers and inverters | 10 | 1.40
and+or+nand+nor | 10 | 2.64
==> synth_stat cells (all sizes together), types with 24 or more instances <==
cell / instances
o21ai: 24
nand2b: 27
and2: 428
ha: 346
inv: 1133
a21oi: 35
nand2: 615
dfrtp: 32
xor2: 42
nor2: 48
fa: 852
xnor2: 173
clkbuf: 180
==> cell families after synthesis <==
group	share of synthesized area [%]
and+or+nand+nor	16.6
adders and majority gates	59.6
buffers and inverters	13.8
AOI/OAI and AO/OA	2.14
muxes	0.0279
DFF	2.23
xor gates and xnor gates	5.63
==> layer usage <==
layer	vias to the layer above	global-route usage, %	share of wire [%]
li1	11700	-	-
met1	12600	44.6	42
met2	920	42.5	44
met3	98	13.1	11
met4	14	4.61	2.1
met5	-	0	0.083
==> worst min-delay path by stage <==
stage	to	slack, ns	from
CTS	reg_out[1][15]$_DFF_PN0_	0.64	reg_out[0][15]$_DFF_PN0_
global route	reg_out[1][15]$_DFF_PN0_	0.66	reg_out[0][15]$_DFF_PN0_
finish	reg_out[1][15]$_DFF_PN0_	0.63	reg_out[0][15]$_DFF_PN0_
==> through the flow <==
| stage | area [sq um] | util [%] | std cells | worst slack, ns | setup TNS (ns) |
|---|---|---|---|---|---|
| after floorplan | 35900 | - | 4104 | 1.60 | 0 |
| after global placement | 38300 | 54.3 | 5078 | 0.354 | 0 |
| after detailed placement | 38300 | 54.3 | 5078 | 0.208 | 0 |
| after CTS | 38500 | 54.5 | 5086 | 0.210 | 0 |
| after global routing | 38600 | 54.7 | 5087 | -0.00228 | -0.00228 |
| final | 38600 | 54.7 | 5088 | 0.770 | 0 |
==> final cells by class <==
class                           instances  area (sq um)  share of cell area, %
Antenna cell                            1          2.50                0.00649
Clock buffer                            5           125                  0.324
Clock inverter                          3          18.8                 0.0487
Timing Repair Buffer                  218          1930                   5.01
Inverter                             1133          4250                   11.0
Multi-Input combinational cell       2756         30300                   78.5
Tap cell                              940          1180                   3.05
Sequential cell                        32           801                   2.08
==> what timing repair did <==
action	4_1_cts	5_1_grt
hold buffers	0	0
resized	0	30
setup endpoints to repair	0	1
buffers inserted	0	1
